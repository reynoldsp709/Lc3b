$ cat design/flow/config.mk
export PLATFORM = sky130hd
export DESIGN_NAME = marmux
export DESIGN_NICKNAME = marmux
export VERILOG_FILES = /design/flow/design.v
export SDC_FILE = /design/flow/constraint.sdc
export NUM_CORES = 4
export LEC_CHECK = 1
export CORE_AREA = 10 10 70 70
export DIE_AREA = 0 0 80 80
$ cat design/flow/constraint.sdc
current_design marmux

set clk_period 1.0
set clk_io_pct 0.2

create_clock -name clk0 -period $clk_period

set non_clock_inputs [all_inputs -no_clocks]
set_input_delay [expr $clk_period * $clk_io_pct] -clock clk0 $non_clock_inputs
set_output_delay [expr $clk_period * $clk_io_pct] -clock clk0 [all_outputs]
$ cat design/flow/design.v
module marmux (
in0,
in1,
select,
out
);
input [15:0] in0, in1;
input select;
output [15:0] out;
assign out = select ? in0 : in1;
endmodule
$ cat design/flow/run.sh
#!/bin/bash
# OpenROAD 26Q1-2900-gdf79404cd8, Yosys 0.63+post, stock flow scripts
make -C /OpenROAD-flow-scripts/flow DESIGN_CONFIG=/design/flow/config.mk WORK_HOME=/design/flow/orfs finish
==> impl_metrics.env <==
# source this file to load flow results
export IMPL_grtUsageMet3_pct=3.98
export IMPL_grt_overflow=0
export IMPL_ys_cells=18
export IMPL_ff_count=0
export IMPL_antenna_diode_count=0
export IMPL_busiest_layer="met1"
export IMPL_cts_hold_buf=0
export IMPL_yosys_warnings=0
export IMPL_syn_area_per_cell_sq_um=13.8
export IMPL_antenna_found_initial=0
export IMPL_top_cell="mux2_4"
export IMPL_num_rows=21
export IMPL_period_used_pct=106
export IMPL_worstSetupEndpoint="out[1]"
export IMPL_crit_start="select"
export IMPL_fin_crit_ns=1.06
export IMPL_cp_required_ns=0.80
export IMPL_slowest_delay_ns=0.30
export IMPL_cp_slowest_cell="mux2_4"
export IMPL_synth_area_leader_cell="mux2_4"
export IMPL_top_area_share_pct=60.3
export IMPL_met2_usage_pct=3.93
export IMPL_rsz0062_at_grt="yes"
export IMPL_tool_warnings=34
export IMPL_cts_setup_buffers=0
export IMPL_worstPathArrival_ns=0.86
export IMPL_syn_area_sq_um=249
export IMPL_design_area_sq_um=801
export IMPL_instances_no_fill=113
export IMPL_grtUsageTotal_pct=3.90
export IMPL_peakVddDrop_uv=151
export IMPL_regArea_sq_um=0
export IMPL_viasPerCell=3.16
export IMPL_cp_max_fo=8
export IMPL_min_path_type="in2out"
export IMPL_gp_congestion=0.823
export IMPL_ant_nets=0
export IMPL_clock_buffers=0
export IMPL_use_met1_pct=5.60
export IMPL_power_density_nw_per_um2=380
export IMPL_leakage_nw=0.420
export IMPL_grt_pass1_wl_mm=2.02
export IMPL_worst_pin_slew_ns=0.0715
export IMPL_fmax_mhz=948
export IMPL_postSynthSeqShare_pct=0
export IMPL_worst_slack_ns=-0.0551
export IMPL_setup_viol=16
export IMPL_wl_per_cell_um=12.2
export IMPL_drt_initial_drc_count=0
export IMPL_synth_chip_area_sq_um=249
export IMPL_syn_inst=18
export IMPL_crit_chain="buf_12 > buf_12 > mux2_4 > buf_6"
export IMPL_maxCapViolations=0
export IMPL_worstSetupPathType="in2out"
export IMPL_drt_pass1_iter_count=1
export IMPL_drive_above_1_share_pct=52.2
export IMPL_io_pins=49
export IMPL_drc=0
export IMPL_critPathLaunchType="input port"
export IMPL_status="finished with violations"
export IMPL_grt_max_degree=9
export IMPL_fp_util_pct=7.29
export IMPL_path_common_cell="buf_12"
export IMPL_routed_wl_mm=1.38
export IMPL_power_mw=0.304
export IMPL_post_place_ws_ns=-0.846
export IMPL_synthDistinctLibCells=4
export IMPL_grt_pass1_vias=421
export IMPL_die_h_um=80
export IMPL_layout_core_utilization_pct=23.4
export IMPL_io_buffers=49
export IMPL_core_sq_um=3420
export IMPL_common_cells="mux2_4 (10), mux2_2 (6), buf_12 (1), buf_6 (1)"
export IMPL_area_delta_synth_final_pct=222
export IMPL_hold_viol=0
export IMPL_slew_headroom_pct=95.2
export IMPL_dpl_cell_count=112
export IMPL_finalMaxSlewViolations=0
export IMPL_cp_end_kind="output pin"
export IMPL_placed_cell_area_sq_um=786
export IMPL_violations="negative setup slack"
export IMPL_fp_dieW_um=80
export IMPL_synth_area_top_cells="mux2_4 (60%), mux2_2 (27%), buf_12 (8.0%), buf_6 (4.5%)"
export IMPL_die_area_sq_um=6400
export IMPL_post_dp_hpwl_mm=1.19
export IMPL_routed_via_count=357
-- repair_timing --
| action | CTS | global route |
|---|---|---|
| gates resized | 101 | 7 |
| endpoints found under the setup margin | 16 | 16 |
| gates cloned | 1 | 0 |
-- cell families after synthesis --
logic type | count (synthesis) | share of synthesized area [%]
buffers and inverters | 2 | 12.6
muxes | 16 | 87.4
-- report_power, final --
group / total [mW] / switching [mW] / internal, mW
registers: 0 / 0 / 0
logic: 0.304 / 0.0673 / 0.237
clock network: 0 / 0 / 0
total: 0.304 / 0.0673 / 0.237
-- final cells by class --
cell class / instances / area, sq um
fill: 387 / 2620
multi-input combinational: 16 / 240
tap: 46 / 57.6
timing repair buffer: 51 / 503
-- per-stage QoR --
step | setup TNS, ns | hold slack, ns
2_1_floorplan | 0 | 0.498
3_3_place_gp | -13.04 | 1.44
3_5_place_dp | -13.04 | 1.43
4_1_cts | -0.881 | 0.800
5_1_grt | -1.07 | 0.814
6_report | -0.794 | 0.795
-- worst min path at each step --
| stage | startpoint | endpoint | cells after the start |
|---|---|---|---|
| CTS | in1[5] | out[5] | 3 |
| finish | in0[13] | out[13] | 3 |
| global route | in1[5] | out[5] | 3 |
-- layout by cell type (no fill, tap or decap) --
| master | count |
|---|---|
| dlygate4sd2_1 | 32 |
| buf_16 | 1 |
| buf_2 | 4 |
| buf_12 | 2 |
| buf_6 | 12 |
| mux2_4 | 16 |
-- routing by layer --
metal | up-vias | part of all wire (%)
li1 | 168 | -
met1 | 140 | 48
met2 | 49 | 23
met3 | 0 | 28
met4 | 0 | 0
met5 | - | 0
-- critical path, delay by kind of cell --
kind     cells  cell delay (ns)
buf+inv      3             0.36
mux          1             0.30
